### run.sh
#!/bin/bash
# OpenROAD 26Q1-2900-gdf79404cd8, Yosys 0.63+post, stock flow scripts
make -C /OpenROAD-flow-scripts/flow DESIGN_CONFIG=/design/flow/config.mk WORK_HOME=/design/flow/orfs finish
### config.mk
export PLATFORM = sky130hd
export DESIGN_NAME = ALU
export DESIGN_NICKNAME = ALU
export VERILOG_FILES = /design/flow/design.v
export SDC_FILE = /design/flow/constraint.sdc
export NUM_CORES = 4
export LEC_CHECK = 1
export CORE_UTILIZATION = 40
### constraint.sdc
current_design ALU

set clk_period 15.8
set clk_io_pct 0.2

create_clock -name clk0 -period $clk_period

set non_clock_inputs [all_inputs -no_clocks]
set_input_delay [expr $clk_period * $clk_io_pct] -clock clk0 $non_clock_inputs
set_output_delay [expr $clk_period * $clk_io_pct] -clock clk0 [all_outputs]
### design.v
`timescale 1ns/10ps
module ALU(OUT, ZERO, OP1, OP2, OPRN);
input [(32 -1):0] OP1;  
input [(32 -1):0] OP2;  
input [(6 -1):0] OPRN;  
output [(32 -1):0] OUT;  
output ZERO;
reg zero_reg;
reg [(32 -1):0] OUT;
assign ZERO = zero_reg;
always @(OP1 or OP2 or OPRN) begin
	zero_reg = 1'h0;
    case (OPRN)
            6'h20 : OUT = OP1 + OP2;  
            6'h22 : OUT = OP1 - OP2;  
            6'h2c : OUT = OP1 * OP2;  
            6'h02 : OUT = OP1 >> OP2;  
            6'h01 : OUT = OP1 << OP2;  
            6'h24 : OUT = OP1 & OP2;  
            6'h25 : OUT = OP1 | OP2;  
            6'h27 : OUT = ~(OP1 | OP2);  
            6'h2a : OUT = OP1 < OP2 ? 1 : 0;  
    endcase
if (OUT == 32'h0) 
	zero_reg = 1'h1;
end
endmodule
==> qor.txt <==
stage delay of the slowest cell on the critical path: 0.68 ns
router iterations before antenna repair: 7
antenna violations before repair: 3
total congestion overflow: 0
yosys stat chip area: 0.02482 mm2
Switching Power: 6.039 mW
Synth Cell Area: 0.02482 mm2
CORE AREA: 0.06081 mm2
post-route insts no fill: 3989
arrival time reported for the critical path endpoint: 12.39 ns
global-route wire length before repair: 166000 um
internal power summed over all cells: 3.893 mW
cell with the largest stage delay on the worst path: clkdlybuf4s50_1
final cycle utilization of the critical path: 98.42%
share of post-route cells with drive strength above 1: 8.929%
Post-synth EDFFs: 0
element type at the critical path end: output pin
number of global-route vias before repair: 24359
Fmax achieved: 64.31 MHz
number of cells in Yosys stat: 3133
quantity of hold-fixing buffers added after cts: 0
Port Buf Inserts: 103
number of hold violations in the final report: 0
layout overhead on the synthesized area: 10.18%
number of cells in the design after placement: 3981
Static Leak: 12.67 nW
final-report setup violation count: 0
run status: completed
Filler cells: 6264
dominant register cell in the synthesized netlist: dlxtn_1
OpenROAD warnings: 96
number of routed nets with antenna violations: 0
ratio of total power to cell area: 363.2 mW/mm2
Vert. Die Dim: 251.1 um
Net Sw Frac: 60.80%
HPWL after DPL: 92660 um
number of vias after detailed routing: 24025
final RePlAce weighted congestion: 1.122
initial DRC count: 2256
DRC violations left: 0
Post-Route WL: 112400 um
min Tclk post-route: 15.55 ns
Slew Limit Fails: 0
number of flip-flops in the largest register: 32
number of unconstrained endpoints: 64
syn_area_per_cell: 7.923 um2
crit start category: input pin
Die Width: 251.1 um
# Max-Cap Violations: 0
Syn Inst Count: 3133
CP max FO: 7
top-area cell type share of the netlist area: 33.07%
total die area: 0.06305 mm2
Ys Warns: 1
critical path data required time: 12.64 ns
starting utilization of the core area: 40.82%
worst-case vdd ir drop: 960.4 uV
largest area contributor in the synthesized netlist: fa_1
maximum number of pins on one net before global-route repair: 78
Area contributors post-synth: fa_1, ha_1, inv_1
worst-margin pin slew: 0.9529 ns
number of standard-cell rows in the floorplan: 90
total of flip-flops plus latches after synthesis: 32
Max transition margin: 35.80%
overall routing resource usage: 38.30%
number of ports placed on the die boundary: 103
Async SR Flop Fraction: 0%
average via count per standard cell: 6.023
count of unclocked register or latch pins: 32
Crit Path Class: in2out
post-route total power: 9.932 mW
synth unique cells: 88
cell type with the highest occurrence count on the critical path: fa_1
type of the tightest min-delay check: in2out
post-detailed-route wirelength per cell: 28.19 um
## cells in the mapped netlist, drive strengths merged, types with 42 or more instances
cell and number:
nand2 334, nor3 42, xnor2 82, mux4 43, inv 464, clkbuf 146, o21ai 118, ha 219
buf 55, a21oi 113, mux2i 50, nor2 447, fa 410, a31oi 42
## path summary, 6_finish.rpt
| check | start | endpoint | slack [ns] | depth (start not counted) |
|---|---|---|---|---|
| setup / recovery | OP1[11] | ZERO | 0.25 | 30 |
| hold / removal | OPRN[1] | ZERO | 7.64 | 6 |
## timing repair
| action | 4_1_cts | 5_1_grt |
|---|---|---|
| buffers inserted | 0 | 4 |
| setup endpoints to repair | 1 | 1 |
| hold endpoints to repair | 0 | 0 |
| pin swaps | 0 | 0 |
| resized | 1 | 13 |
## area by class of cell
type,count,area (um2),area share [%]
antenna,4,10.01,0.03660
tap,782,978.4,3.578
timing repair buffer,271,2318,8.477
multi-input combinational,2421,21760,79.55
sequential,32,480.5,1.757
inverter,479,1804,6.597
## cell usage in the layout (no fill, tap or decap), drive strengths merged, types with 9 or more instances in the layout
cell | synthesis | final
inv | 464 | 465
nor2 | 447 | 447
fa | 410 | 410
nand2 | 334 | 334
ha | 219 | 219
buf | 55 | 173
o21ai | 118 | 118
a21oi | 113 | 113
clkdlybuf4s50 | 0 | 97
xnor2 | 82 | 82
mux2i | 50 | 50
mux4 | 43 | 43
nor3 | 42 | 42
a31oi | 42 | 42
nand3 | 41 | 41
a211oi | 38 | 38
dlxtn | 32 | 32
o211ai | 30 | 30
xor2 | 29 | 29
o22ai | 27 | 27
mux2 | 26 | 26
a221oi | 21 | 21
a21o | 19 | 19
nor2b | 17 | 17
or2 | 17 | 17
nand2b | 16 | 16
nor4 | 15 | 15
o221ai | 15 | 15
a211o | 14 | 14
clkinv | 15 | 13
o31ai | 12 | 12
o21a | 10 | 10
nand4 | 10 | 10
o21bai | 10 | 10
or3 | 9 | 9
and2 | 9 | 9
## through the flow
| step | setup slack, ns | TNS [ns] | area [um2] | hold slack [ns] | util [%] |
|---|---|---|---|---|---|
| 6_report | 0.2494 | 0 | 27350 | 7.641 | 44.98 |
| 5_1_grt | -0.003813 | -0.003813 | 27340 | 7.743 | 44.97 |
| 4_1_cts | 0.1648 | 0 | 27280 | 7.663 | 44.86 |
| 3_5_place_dp | 0.009003 | 0 | 27270 | 7.667 | 44.85 |
| 3_3_place_gp | 0.01229 | 0 | 27270 | 7.650 | 44.85 |
| 2_1_floorplan | 1.301 | 0 | 24820 | 6.856 | - |
## power by group through the flow
stage | Clock [mW] | Combinational (mW) | Sequential (mW)
after CTS | 0 | 9.75 | 0.0396
after global routing | 0.0000000265 | 10.6 | 0.0411
## layer usage
| layer | vias up | track usage (%) | part of all wire (%) |
|---|---|---|---|
| li1 | 10440 | - | - |
| met1 | 11822 | 52.39 | 39 |
| met2 | 1479 | 53.00 | 42 |
| met3 | 282 | 17.32 | 14 |
| met4 | 2 | 17.60 | 5.8 |
| met5 | - | 1.313 | 0.012 |
## kinds of logic after synthesis
group / count (synthesis) / synth area share (%)
AND/OR/NAND/NOR: 997 / 17.11
multiplexers: 119 / 7.097
adder cells (fa/ha/maj): 629 / 44.11
AND-OR/OR-AND: 565 / 15.31
latches: 32 / 1.936
XOR/XNOR: 111 / 3.917
buffers and inverters: 680 / 10.52
## worst max-delay path, delay by kind of cell
kind            cells  cell delay, ns
fa+ha+maj           9            3.71
buf+inv             8            2.04
compound gates      4            1.09
simple gates        8            2.18
xor+xnor            1            0.17
Power figures rest on the tool's default switching activity, not on a simulated workload.
