<file path="design/flow/run.sh">
#!/bin/bash
# OpenROAD 26Q1-2900-gdf79404cd8, Yosys 0.63+post, stock flow scripts
make -C /OpenROAD-flow-scripts/flow DESIGN_CONFIG=/design/flow/config.mk WORK_HOME=/design/flow/orfs finish
</file>
<file path="design/flow/config.mk">
export PLATFORM = sky130hd
export DESIGN_NAME = REGISTER_FILE_32x32
export DESIGN_NICKNAME = REGISTER_FILE_32x32
export VERILOG_FILES = /design/flow/design.v
export SDC_FILE = /design/flow/constraint.sdc
export NUM_CORES = 4
export LEC_CHECK = 1
export CORE_UTILIZATION = 50
</file>
<file path="design/flow/constraint.sdc">
current_design REGISTER_FILE_32x32

set clk_period 3.3
set clk_io_pct 0.2

create_clock -name clk0 -period $clk_period [get_ports {CLK}]

set non_clock_inputs [all_inputs -no_clocks]
set_input_delay [expr $clk_period * $clk_io_pct] -clock clk0 $non_clock_inputs
set_output_delay [expr $clk_period * $clk_io_pct] -clock clk0 [all_outputs]
</file>
<file path="design/flow/design.v">
`timescale 1ns/10ps
module REGISTER_FILE_32x32(DATA_R1, DATA_R2, ADDR_R1, ADDR_R2, 
                            DATA_W, ADDR_W, READ, WRITE, CLK, RST);
input READ, WRITE, CLK, RST;
input [(32 -1):0] DATA_W;
input [4:0] ADDR_R1, ADDR_R2, ADDR_W;
output [(32 -1):0] DATA_R1;
output [(32 -1):0] DATA_R2;
reg [31:0] reg_inst [31:0];
reg [31:0] data_1_out, data_2_out;
assign DATA_R1 = data_1_out;
assign DATA_R2 = data_2_out;
integer i;  
always @ (posedge CLK or negedge RST)
begin
if (RST === 1'b0)  
begin
for(i=0; i<32; i = i + 1)
    reg_inst[i] = { 32{1'b0} };
	data_1_out = 32'bz;
	data_2_out = 32'bz;
end
else
begin
 if ((READ===1'b1)&&(WRITE===1'b0)) begin  
	data_1_out =  reg_inst[ADDR_R1];
	data_2_out =  reg_inst[ADDR_R2]; end
 else if ((READ===1'b0)&&(WRITE===1'b1))  
	reg_inst[ADDR_W] = DATA_W;
end
end
endmodule
</file>
==> flow_summary_export.csv <==
group,metric,value,unit
die,die_area,109000,um2
critical_path,worst_setup_path_start_kind,"input port",
detailed_routing,avgRoutedWirePerCell,44.7,um
logic_synthesis,yosys.area.top_type_share,50.7,%
logic_synthesis,yosys-stat-area,53700,um2
die,number_of_rows_in_the_core_area,119,
logic_synthesis,dominantRegCellSynth,"dfrtp_1",
final_timing,timing_hold_violations_final,0,
placement,postPlaceCellArea,62700,um2
critical_path,critical-path-top-delay-family,"simple AND/OR/NAND/NOR gates",
finish,drive_gt1_share,39.7,%
placement,placement.setup.worst_slack,-447,ps
placement,portBuffers,114,
finish,mi_logic_area,25200,um2
logic_synthesis,yosys_register_bits,1088,
logic_synthesis,yosys-top-cells-count,"dfrtp_1 (1,088), mux2_2 (1,027), a22oi_1 (730)",
critical_path,critical_path_cell_list,"clkdlybuf4s50_1 > buf_4 > and3b_1 > buf_4 > and3_1 > a2111oi_0 > nand4_1 > nor4_1 > buf_4 > o21ai_1",
finish,regArea,27200,um2
placement,place_hpwl,194000,um
finish,layout.cell_area.non_filler,67000,um2
logic_synthesis,syn_std_cell_area,53700,um2
global_route,overflow,0,
outcome,outcome,"finished, final reports clean",
logic_synthesis,ys.warnings.count,4,
placement,finalWeightedCongestion,1.07,
detailed_routing,via_per_inst,7.50,
final_timing,final_period_minus_worst_setup_slack,3150,ps
clock_network,cts-root-buf,"clkbuf_16",
global_route,initial_antenna_violation_count,20,
final_timing,min_period_over_period,95.5,%
die,io_pins,115,
critical_path,timing.critical_path.mode_cell,"buf_4",
critical_path,endpoint_kind,"flip-flop",
logic_synthesis,asyncSetResetFlopFracSynth,100,%
worst_hold_path,min_path_type,"in2async",
critical_path,crit_path_max_incr_delay,590,ps
final_timing,maxSlewViolCount,0,
detailed_routing,antenna_left,0,
final_timing,worst_slew_pin_slew,1470,ps
logic_synthesis,postSynthSeqShare,50.7,%
critical_path,cpMaxStageDelayCell,"nor4_1",
detailed_routing,route.vias.total,49200,
flow_run,log.warning_count,38,
final_timing,fin_tns_setup,0,ps
final_timing,skew,16.1,ps
final_timing,grt_setup_unrepaired,"false",
finish,areaGrowthSynthToFinish,24.7,%
critical_path,worstPathArrival,3780,ps
critical_path,worstPathMaxFanout,11,
logic_synthesis,synth-edff-count,0,
clock_network,clock_tree.htree_level_count,3,
logic_synthesis,area_leaders,"dfrtp_1 (51%), mux2_2 (22%), a22oi_1 (10%)",
power_and_ir_drop,post_layout_total_power,0.0359,W
clock_network,clock_transition_at_the_registers_of_the_reported_paths,60,ps
logic_synthesis,synth_top_cell_by_count,"dfrtp_1",
global_route,grt_util_all_layers,56.8,%
clock_network,max-clock-path-buffers,3,
power_and_ir_drop,power_density,536,nW/um2
clock_network,tritoncts,"yes",
die,die_height,330,um
die,core-area,106000,um2
final_timing,worst_slack,147,ps
final_timing,timing.final.setup_violations,0,
logic_synthesis,synth.yosys.num_cells,4584,
finish,nFillCells,8007,
final_timing,slew_headroom,0.863,%
critical_path,number_of_buffers_and_inverters_on_the_critical_path,4,
die,die_w,330,um
critical_path,path_class,"in2reg",
clock_network,tritoncts.num_buffers,117,
critical_path,worstPathRequired,3920,ps
detailed_routing,detail_route.first_pass.iterations,13,
die,fp_util,50.7,%
detailed_routing,drt-total-wl,293000,um
logic_synthesis,postSynthCellCount,4584,
critical_path,crit-reg2reg-launch,"reg_inst[8][14]",
clock_network,numClockSinks,1088,
clock_network,postCtsSetupRepairBufs,0,
logic_synthesis,synth.avg_cell_area,11.7,um2
flow_run,max-cap-violations,0,
finish,utilization,63.3,%
global_route,first_global_vias,48200,
logic_synthesis,post-synth-top-area-cell,"dfrtp_1",
detailed_routing,total_drc_errors_in_the_routed_layout,0,
critical_path,critPathLaunch,"ADDR_R2[0]",
global_route,maximum_number_of_pins_on_one_net_before_global_route_repair,113,
detailed_routing,drt_iter0_drc,6034,
power_and_ir_drop,vdd_drop_max,0.000505,V
clock_network,clk-insertion-delay-late,750,ps
global_route,grt_first_pass_wirelength,397000,um
final_timing,highest_clock_rate,0.317,GHz
logic_synthesis,yosys.cell_types.count,57,
power_and_ir_drop,static-leakage-power,30.9,nW
## worst paths after layout
| kind | to | slack (ps) | cells past startpoint |
|---|---|---|---|
| setup / recovery | data_2_out[14] | 150 | 10 |
| min in group clk0 | data_1_out[15] | 490 | 2 |
| setup reg to reg | data_1_out[14] | 760 | 7 |
| hold reg to reg | data_1_out[15] | 490 | 2 |
| hold / removal | reg_inst[17][12] | 460 | 2 |
| max in group asynchronous | reg_inst[22][18] | 1720 | 4 |
## power by group
part           switching (W)  internal [W]
Combinational        0.00223       0.00222
Sequential           0.00175        0.0151
Clock                0.00587       0.00871
Total                0.00986        0.0260
## cell usage in the layout (no fill, tap or decap), types with 8 or more instances in the layout
| cell type | n |
|---|---|
| o21ai_1 | 32 |
| mux2_2 | 1027 |
| o22ai_1 | 16 |
| buf_12 | 177 |
| nor2_4 | 78 |
| a221oi_1 | 14 |
| nor3_1 | 46 |
| a21oi_1 | 73 |
| o21ai_0 | 63 |
| a22oi_1 | 730 |
| dfrtp_1 | 1088 |
| nand4_1 | 136 |
| nand3b_1 | 10 |
| or3_1 | 21 |
| a32oi_1 | 9 |
| clkbuf_8 | 22 |
| nor2b_1 | 8 |
| a22o_1 | 10 |
| a222oi_1 | 10 |
| clkbuf_16 | 120 |
| clkbuf_1 | 10 |
| clkinv_4 | 11 |
| nor4_1 | 46 |
| a2111oi_0 | 75 |
| nand2_1 | 145 |
| clkdlybuf4s50_1 | 108 |
| and3_1 | 232 |
| clkinvlp_4 | 8 |
| nand2_2 | 18 |
| bufinv_16 | 20 |
| diode_2 | 15 |
| clkinv_2 | 21 |
| buf_4 | 504 |
| nor2_1 | 39 |
| mux2i_1 | 10 |
| nand2b_1 | 16 |
| nand3_1 | 98 |
## metal layers
layer  global-route usage, %  vias up  part of all wire [%]
met5                    4.43        -                  0.26
met4                    34.0       38                   8.2
met3                    40.3     1472                    19
met2                    71.2     4440                    39
met1                    71.3    24600                    34
li1                        -    18600                     -
## cell families after synthesis
| group | after synthesis | synth area share, % |
|---|---|---|
| flops | 1088 | 50.7 |
| compound gates | 1061 | 14.4 |
| mux | 1037 | 21.7 |
| simple gates | 948 | 9.70 |
| buf+inv | 450 | 3.56 |
## cell type report
class | instances | share of cell area [%]
diodes | 15 | 0.0560
clock buffers | 152 | 4.99
clock inverters | 65 | 1.38
inverters | 7 | 0.0392
multi-input cells | 3046 | 37.7
flip-flops and latches | 1088 | 40.7
well taps | 1391 | 2.60
repair buffers | 796 | 12.6
## repair_timing
action / in CTS / in global routing
endpoints found under the hold margin: 26 / 0
endpoints found under the setup margin: 0 / 1
hold buffers: 1 / 0
resized: 0 / 1
## worst reg2reg max path, delay by kind of cell, from the launching register on
kind | cells | cell delay [ps]
AOI/OAI and AO/OA | 2 | 770
buffers and inverters | 2 | 440
DFF | 1 | 420
and+or+nand+nor | 3 | 810
## sequential cells by signal, indices dropped and copies added, names as in the netlist
| register | cells |
|---|---|
| reg_inst | 1024 |
| data_2_out | 32 |
| data_1_out | 32 |
## through the flow
stage | cells | hold slack, ps
finish | 6560 | 458
CTS | 6545 | 459
detailed placement | 6327 | 474
global route | 6546 | 478
global placement | 6327 | 466
floorplan | 4584 | 364
No activity file was given, so power comes from the tool's default toggle rates.
